File: config.mk
export PLATFORM = sky130hd
export DESIGN_NAME = decoder
export DESIGN_NICKNAME = decoder
export VERILOG_FILES = /design/flow/design.v
export SDC_FILE = /design/flow/constraint.sdc
export NUM_CORES = 4
export LEC_CHECK = 1
export CORE_AREA = 10 10 70 70
export DIE_AREA = 0 0 80 80
File: constraint.sdc
current_design decoder

set clk_period 1.0
set clk_io_pct 0.2

create_clock -name clk0 -period $clk_period

set non_clock_inputs [all_inputs -no_clocks]
set_input_delay [expr $clk_period * $clk_io_pct] -clock clk0 $non_clock_inputs
set_output_delay [expr $clk_period * $clk_io_pct] -clock clk0 [all_outputs]
File: design.v
`timescale 1 ns / 1 ps
module decoder #(parameter ENCODE_WIDTH = 4) (
    input  [ENCODE_WIDTH-1:0] in,
    output [2**ENCODE_WIDTH-1:0] out
);
    localparam latency = 1;
    assign #latency out = 'b1 << in;
endmodule
File: run.sh
#!/bin/bash
# OpenROAD 26Q1-2900-gdf79404cd8, Yosys 0.63+post, stock flow scripts
make -C /OpenROAD-flow-scripts/flow DESIGN_CONFIG=/design/flow/config.mk WORK_HOME=/design/flow/orfs finish
==> deck_impl_summary.md <==
Flow Results at a Glance

Global route
  • Largest net degree at the start of global routing: 9
  • Initial antenna violation count: 0
  • Overall Global Routing Usage: 0.0383
  • Vias in the first global route: 344
  • First-pass GRT wire length: 1980 microns
  • Remaining Overflow, GRT: 0

Layout
  • Fillers: 368
  • Final Core Density: 0.210
  • Share of layout cells above drive strength 1: 0.900
  • Layout clock buffer count: 0
  • Area growth syn-to-layout: 216%
  • Register Area: 0 sq um
  • Fin area: roughly 720 sq um
  • Flops: 0

Worst setup path
  • CP cell instances: buf_8 -> buf_6 -> buf_6 -> nor4b_4 -> buf_2
  • Worst Setup SP: in[1]
  • Cell count along the critical path: 5
  • CP most frequent cell: buf_6
  • Max stage delay on crit path: 270 ps
  • CP startpoint kind: input port
  • Critical path's top delay family: buffers and inverters
  • Crit path DRT: 800 ps
  • Arrival time worst endpoint: 940 ps
  • Bufs and invs on worst path: 4
  • Critical-path top delay cell: nor4b_4
  • Worst setup EP type: output port
  • Critical path class: input port to output port
  • Worst Setup EP: out[1]
  • Critical Path Fanout Max: 6

Drt
  • Drt first pass iters: 2
  • Routed len/inst: 13.1 microns
  • Ant. Diodes: 0
  • # DRC: 0
  • Vias: 343
  • Vias per inst: around 3.2
  • DRT Wirelength: roughly 1400 microns
  • DRT antenna net count: 0
  • Iteration-0 DRC Markers: 17

Place
  • Global placer's final weighted congestion: 0.721
  • DP Area: 497 sq um
  • IO Port Bufs: 20
  • DP HPWL: between 600 and 700 microns

Final timing
  • Hold Violations, Final: 0
  • RSZ-0062 raised after global routing: yes
  • Worst Tran Pin Value: 203 ps
  • Min cycle time layout: 1140 ps
  • Rel. slew slack: 0.864
  • Slew Viols, Final: 0
  • Fmax: between 800 and 900 MHz
  • Endpoints failing setup: 13
  • Final period util: 1.14
  • Setup slack after layout: -144 ps

Hold path
  • Hold WC Path Type: input port to output port
  • Worst min-delay path startpoint: in[0]

Power and ir drop
  • Clock share of power: 0
  • Comb power frac: 1.000
  • P_sw: 84.6 uW
  • Flop pwr share: 0
  • VDD IR max: between 100 and 150 uV
  • Leak Pwr: roughly 0.35 nW
  • Pint: 156 uW
  • PD cells: approximately 340 nW/um^2
  • Switching Fraction: 0.351
  • Total power: 241 uW

Logic synthesis
  • Netlist cell types: 6
  • Mapped Avg Cell Area: about 11 sq um
  • Synth Seq Share: 0
  • Yosys chip area: 226 sq um
  • Warnings, synthesis: 0
  • # Cells Yosys: 20
  • Netlist Area Pre-Place: 226 sq um
  • Gate Count Post-Synth: 20

Die
  • Die area: ~6400 sq um
  • Die y size: 80 microns
  • Placeable Area: 3420 sq um
  • Top Ports: 20
  • Init Core Util: 0.0663
  • Die Width: 80 microns
  • Row count: 21

Outcome
  • Outcome: finished, violations left
  • Failing checks: setup timing

Job
  • Max_cap viols: 0
  • Tool warnings: 34

Clock tree
  • Hold buffers post-CTS: 0
-- Yosys cell counts --
cell	count	area [sq um]
and4bb_2	6	75.1
and4b_1	4	40.0
buf_4	4	30.0
nor4b_2	4	60.1
and4_1	1	8.76
nor4_2	1	12.5
-- cells by family after synthesis --
| logic type | after synthesis | share of synthesized area |
|---|---|---|
| simple gates | 16 | 0.867 |
| buf+inv | 4 | 0.133 |
-- metrics by stage --
stage | TNS (ps) | hold WS, ps | instances | setup slack (ps)
final | -1160 | 765 | 106 | -144
after global routing | -1640 | 785 | 106 | -189
after CTS | -973 | 752 | 104 | -125
after detailed placement | -12000 | 1500 | 86 | -800
after global placement | -12140 | 1500 | 86 | -802
after floorplan | 0 | 541 | 20 | 250
-- tightest hold or removal path, stage by stage --
cell and delay [ps]:
buf_8 90, buf_16 120, nor4b_4 40, buf_2 110
-- area by class of cell --
type | count | area [sq um] | area share
well taps | 46 | 57.6 | 0.0804
repair buffers | 44 | 418 | 0.584
multi-input cells | 16 | 240 | 0.336
-- layout by cell type (no fill, tap or decap), types with 4 or more instances in the layout --
cell / n
and4bb_2: 6
buf_2: 15
buf_4: 6
nor4b_4: 4
buf_8: 4
buf_6: 16
and4b_1: 4
-- power by group through the flow --
stage	combinational, mW	sequential [mW]	clock, mW
6_report	0.241	0	0
5_1_grt	0.257	0	0
4_1_cts	0.207	0	0
-- repair_timing --
item | 4_1_cts | 5_1_grt
resized | 89 | 10
gates cloned | 4 | 0
endpoints found under the setup margin | 16 | 13
pin swaps | 9 | 5
buffers inserted | 14 | 3
-- worst min path at each step --
| stage | cells after the start | to |
|---|---|---|
| after CTS | 4 | out[4] |
| after global routing | 4 | out[4] |
| final | 4 | out[4] |
-- routing by layer --
metal | global-route usage | part of all wire | up-vias
met5 | 0 | 0 | -
met4 | 0 | 0 | 0
met3 | 0.0148 | 0.099 | 0
met2 | 0.0393 | 0.34 | 20
met1 | 0.0686 | 0.56 | 154
li1 | - | - | 169
Power and IR drop assume default switching activity.
