<file path="flow/config.mk">
export PLATFORM = sky130hd
export DESIGN_NAME = alu
export DESIGN_NICKNAME = alu
export VERILOG_FILES = /design/flow/design.v
export SDC_FILE = /design/flow/constraint.sdc
export NUM_CORES = 4
export LEC_CHECK = 1
export CORE_UTILIZATION = 40
</file>
<file path="flow/design.v">
`timescale 1ns / 1ps
module alu(
    input [15:0] A, B,
    input [3:0] ALU_Sel,
    output reg [15:0] ALU_Out,
    output reg CarryOut
    );
    reg [15:0] ALU_Result;
    wire [16:0] tmp;
    assign tmp = {1'b0, A} + {1'b0, B};
    assign CarryOut = tmp[16];
    always @* begin
        case (ALU_Sel)
            4'b0000: begin  
                ALU_Result = A + B;
            end
            4'b0001: begin  
                ALU_Result = A - B;
            end
            4'b0010: ALU_Result = A & B;  
            4'b0011: ALU_Result = A | B;  
            4'b0100: ALU_Result = A ^ B;  
            4'b0101: ALU_Result = ~A;     
            4'b0110: ALU_Result = ~B;     
            4'b0111: ALU_Result = 0;      
            default: ALU_Result = A;  
        endcase
    end
    assign ALU_Out = ALU_Result;
endmodule
</file>
<file path="flow/constraint.sdc">
current_design alu

set clk_period 12.6
set clk_io_pct 0.2

create_clock -name clk0 -period $clk_period

set non_clock_inputs [all_inputs -no_clocks]
set_input_delay [expr $clk_period * $clk_io_pct] -clock clk0 $non_clock_inputs
set_output_delay [expr $clk_period * $clk_io_pct] -clock clk0 [all_outputs]
</file>
<file path="flow/run.sh">
#!/bin/bash
# OpenROAD 26Q1-2900-gdf79404cd8, Yosys 0.63+post, stock flow scripts
make -C /OpenROAD-flow-scripts/flow DESIGN_CONFIG=/design/flow/config.mk WORK_HOME=/design/flow/orfs finish
</file>
==> results.py <==
# Physical implementation metrics
metrics = {
    "logic_synthesis": {
        "syn-cell-area_um2": 2540,
        "synth_area_leader_cell": "ha_1",
        "syn-instance-count": 332,
        "synth_cell_type_count": 58,
        "most_common_cell": "ha_1",
        "yosys-stat-area_um2": 2540,
        "common_cells": "48 x ha_1, 35 x inv_1, 30 x a21oi_1, 21 x nor2_1, 21 x xnor2_1",
        "ys_seq_share_pct": 0,
        "ys_warn_count": 3,
        "synth_top_area_share_pct": 23.7,
        "topCellsByArea": "ha_1 24%, xnor2_1 7.2%, a21oi_1 5.9%",
        "avgSynthCellArea_um2": 7.65,
        "synth_stat.cells": 332,
    },
    "min_path": {
        "hp-start": "A[0]",
        "hold-path-cell-count": 4,
        "holdPathEnd": "ALU_Out[0]",
        "hp-class": "primary input to output port",
    },
    "sta": {
        "relSlewSlack_pct": 42.1,
        "fmax_mhz": 112,
        "setup_tns_ps": 0,
        "setup_viol": 0,
        "slew_viol_final": 0,
        "timing.hold.ws_ps": 6060,
        "period_needed_ps": 8930,
        "tightest_slew_ps": 864,
        "fin_crit_sh_pct": 70.8,
        "rsz0062_at_grt": "no",
        "finalHoldViolations": 0,
    },
    "die": {
        "initCoreUtil_pct": 42.1,
        "coreArea_um2": 6030,
        "rows": 28,
        "die_width_um": 81.7,
        "die_h_um": 81.7,
        "ioPinCount": 53,
        "die_area_um2": 6670,
    },
    "routing": {
        "viasPerCell": 5.85,
        "drc": 0,
        "drt_first_pass_iters": 4,
        "drtAntennaViolNets": 0,
        "wire_per_inst_um": 16.6,
        "via_count": 2620,
        "diodes": 0,
        "drt_iter0_drc": 157,
        "drt_wl_total_mm": 7.42,
    },
    "outcome": {
        "outcome": "completed",
    },
    "critical_path": {
        "arrival_ps": 6410,
        "critPathRequiredTime_ps": 10080,
        "cp-startpoint": "ALU_Sel[3]",
        "critPathLaunchType": "primary input",
        "critPathMaxFanout": 35,
        "worstSetupPathType": "primary input to output port",
        "critPathCaptureType": "output port",
    },
    "placed_design": {
        "gp_congestion": 0.902,
        "dp_hpwl_mm": 5.73,
        "portBuffers": 53,
    },
    "global_route": {
        "grt_max_degree": 36,
        "grt_use_total_pct": 24.1,
        "antenna_found_initial": 0,
        "first_global_vias": 2419,
        "grt-ovfl-total": 0,
        "grt_pass1_wl_mm": 12.3,
    },
    "finish": {
        "seq_area_um2": 0,
        "syn_to_final_growth_pct": 20.0,
        "seq_cells": 0,
        "n_fill_cell": 580,
        "logic_area_um2": 2250,
        "layout-drive-gt1-share_pct": 6.43,
        "n_clock_buffer": 0,
    },
    "power_and_ir_drop": {
        "powerDensity_nw_per_um2": 42.6,
        "power_w": 0.000130,
        "leakagePower_nw": 1.35,
        "ir_worst_vdd_v": 0.0000202,
    },
    "job": {
        "cap_violations": 0,
        "warnings": 49,
    },
    "clock_network": {
        "cts_resized": 0,
        "cts_setup_buffers": 0,
        "cts_hold_buf": 0,
    },
}
[metrics by stage]
| stage | std cells | utilization [%] | instance area [µm²] | setup WS, ps |
|---|---|---|---|---|
| floorplan | 332 | - | 2540 | 5190 |
| CTS | 448 | 50.6 | 3050 | 3670 |
| detailed placement | 448 | 50.6 | 3050 | 3680 |
| global placement | 448 | 50.6 | 3050 | 3750 |
| global route | 448 | 50.6 | 3050 | 3440 |
| finish | 448 | 50.6 | 3050 | 3670 |
[cell families after synthesis]
| kind of cell | after synthesis | share of synthesized area [%] |
|---|---|---|
| AND-OR/OR-AND | 126 | 35.5 |
| XOR/XNOR | 26 | 9.27 |
| adder cells (fa/ha/maj) | 49 | 24.4 |
| buffers and inverters | 52 | 11.2 |
| multiplexers | 5 | 2.07 |
| AND/OR/NAND/NOR | 74 | 17.5 |
[power by group]
part | switching [W] | internal (W)
clock network | 0 | 0
logic | 0.0000670 | 0.0000628
registers | 0 | 0
total | 0.0000670 | 0.0000628
[worst max-delay path by stage]
stage | endpoint | slack (ps)
after global routing | ALU_Out[12] | 3440
after CTS | ALU_Out[12] | 3670
final | ALU_Out[12] | 3670
[critical path, cell delays in order]
cell and delay [ps]:
clkdlybuf4s50_1 390, buf_4 260, nor4b_4 740, mux2_2 440, fa_1 430, nor2b_1 190, o21bai_1 160, a21oi_4 250
o221ai_2 140, xnor2_1 140, a221o_1 320, clkdlybuf4s50_1 410
[cell usage in the layout (no fill, tap or decap), types with 5 or more instances in the layout]
master,instances
a31oi_1,7
nand2_1,20
o21ai_0,15
a221o_1,5
o22ai_1,11
a21o_1,10
nor2_1,21
o221ai_1,8
a21oi_1,30
inv_1,35
clkdlybuf4s50_1,53
buf_4,5
a2111oi_0,9
nand3_1,5
xnor2_1,21
ha_1,48
[area by class of cell]
class / count / share of cell area, %
multi-input combinational: 280 / 74.0
tap: 75 / 3.08
timing repair buffer: 58 / 18.6
inverter: 35 / 4.31
[metal layers]
| metal | vias up | wire [µm] | GRT usage (%) |
|---|---|---|---|
| li1 | 1343 | - | - |
| met1 | 1196 | 3840 | 38.8 |
| met2 | 81 | 3110 | 37.4 |
| met3 | 0 | 467 | 0.902 |
| met4 | 0 | 0 | 0 |
| met5 | - | 0 | 0 |
